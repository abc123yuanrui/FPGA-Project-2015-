[/design/flow/config.mk]
export PLATFORM = sky130hd
export DESIGN_NAME = Vibrate
export DESIGN_NICKNAME = Vibrate
export VERILOG_FILES = /design/flow/design.v
export SDC_FILE = /design/flow/constraint.sdc
export NUM_CORES = 4
export LEC_CHECK = 1
export CORE_UTILIZATION = 30
[/design/flow/design.v]
module Vibrate( clk,key_in,key_out);
input clk; 
input key_in;
output key_out;
reg [22:0] count_high;
reg [22:0] count_low;
reg key_reg;
assign key_out = key_reg;
always@( posedge clk )
if( key_in == 1'b0 )
 count_low <= count_low + 1;
else
 count_low <= 23'h 00_0000;
always@( posedge clk )
if( key_in == 1'b1 ) 
 count_high <= count_high +1;
else
 count_high <= 23'h 00_0000;
always@( posedge clk )
begin
 if( count_high == 23'h 25_0000 )
  key_reg <= 1'b1;
 else
  if( count_low == 23'h 25_0000 )
   key_reg <= 1'b0;
  else
   key_reg <= key_reg;
end
endmodule
[/design/flow/run.sh]
#!/bin/bash
# OpenROAD 26Q1-2900-gdf79404cd8, Yosys 0.63+post, stock flow scripts
make -C /OpenROAD-flow-scripts/flow DESIGN_CONFIG=/design/flow/config.mk WORK_HOME=/design/flow/orfs finish
[/design/flow/constraint.sdc]
current_design Vibrate

set clk_period 3.1
set clk_io_pct 0.2

create_clock -name clk0 -period $clk_period [get_ports {clk}]

set non_clock_inputs [all_inputs -no_clocks]
set_input_delay [expr $clk_period * $clk_io_pct] -clock clk0 $non_clock_inputs
set_output_delay [expr $clk_period * $clk_io_pct] -clock clk0 [all_outputs]
==> ci_impl_report.md <==
### Flow metrics

| Metric | Value |
|---|---|
| Final total negative setup slack | `0 ps` |
| Number of DRC violations after detailed routing | `0` |
| Aggregate global routing overflow | `0` |
| Growth of design area from synthesis to finish | `8.77%` |
| Share of cells above drive strength 1 | `0.0595` |
| Multiplexer share of the synthesized area | `0.00974` |
| YS warnings | `1` |
| HPWL after detailed placement | `between 2000 and 3000 um` |
| CTS Hold Bufs | `0` |
| Top cells by count, synth | `sky130_fd_sc_hd__dfxtp_1 (47), sky130_fd_sc_hd__nor2_1 (31), sky130_fd_sc_hd__nand3_1 (19)` |
| Standard-cell rows | `30` |
| Maximum number of pins on one net before global-route repair | `27` |
| Mean Syn Cell Area | `approximately 8.7 um2` |
| Critical path endpoint category | `register` |
| Main kind of combinational logic by area | `simple AND/OR/NAND/NOR gates` |
| Post-CTS clock slew at the launch and capture registers of the worst setup and hold paths | `80 ps` |
| Clock latency (worst-skew pair) | `around 300 ps` |
| Die height | `between 80 and 90 um` |
| Biggest fanout along the worst timing path | `9` |
| Count of state elements after synthesis | `around 47` |
| Setup repair after global routing missed its margin | `false` |
| Count of library flops with an enable pin | `0` |
| IR Drop Worst-Case VDD | `0.000158 V` |
| Horizontal extent of the die | `approximately 87 um` |
| Proportion of register bits with asynchronous set or reset after synthesis | `0` |
| Total Die Area | `between 7000 and 8000 um2` |
| Core Util at FP | `0.316` |
| Final worst clock skew | `6.80 ps` |
| Total clock buffers created by CTS | `5` |
| Dominant flop cell | `sky130_fd_sc_hd__dfxtp_1` |
| Final critical-path share of the clock period | `0.674` |
| Routed wire length | `just under 4000 um` |
| Tool warnings | `27` |
| Number of library cell types mapped by synthesis | `33` |
| Most used standard cell by instance count after synthesis | `sky130_fd_sc_hd__dfxtp_1` |
| Launching element type of the critical path | `register` |
| Post-synthesis share of cell area spent on and-or and or-and gates | `0.0762` |
| Leakage Power | `between 0.7 and 0.8 nW` |
| Residual antenna-violating net count after detailed routing | `0` |
| Largest cells by area | `sky130_fd_sc_hd__dfxtp_1 (43%), sky130_fd_sc_hd__xor2_1 (6.0%), sky130_fd_sc_hd__nor2_1 (5.3%)` |
| Number of global-route vias before repair | `~1,500` |
| Netlist area before placement | `approximately 2200 um2` |
| Dominant cell area share | `0.431` |
| Min-Delay Path Class | `reg2reg` |
| Drt wl/cell | `11.4 um` |
| Htree depth | `2` |
| WS Path Type | `reg2reg` |
| Worst hold slack | `around 480 ps` |
| Max Fclk | `479 MHz` |
| # Cells Yosys | `approximately 250` |
| Clk root buf | `sky130_fd_sc_hd__clkbuf_8` |
| Transition time at the pin with the least slew margin | `~770 ps` |
| Simple-gate portion of the synthesized area | `0.317` |
| Sequential-to-total area share from yosys stat | `0.431` |
| Number of I/O pins | `3` |
| Required time worst endpoint | `between 3000 and 4000 ps` |
| Number of antenna violations at the first check in global routing | `0` |
| Slew margin rel. | `0.482` |
| Number of DRC markers in iteration 0 | `about 130` |
| Hold Violations, Final | `0` |
| Detailed-routing iteration count for the pre-antenna-repair pass | `4` |
| Count of pins over their slew limit | `0` |
| Power per unit of standard cell area | `422 nW/um2` |
| Sinks on Clock Net | `47` |
| Buffer levels on the longest clock path | `2` |
| Min Clock Period, post-route | `roughly 2100 ps` |
| Placeable Area | `between 6000 and 7000 um2` |
| GRT Util Overall | `0.116` |
| Clock tree from TritonCTS | `yes` |
| First-pass GRT wire length | `between 7000 and 8000 um` |
| Biggest area consumer among synthesized cells | `sky130_fd_sc_hd__dfxtp_1` |
| Outcome | `finished, final reports clean` |
| Post-synth area from yosys stat | `2180 um2` |
| Routed vias/inst | `between 4 and 5` |
| Total setup buffers inserted after CTS | `0` |
| Data arrival time of the critical path | `2280 ps` |
| Setup violators final | `0` |
| IO buf count | `2` |
| Number of max-cap violations | `0` |
| Cts repair resizes | `0` |
| Total number of vias | `between 1,500 and 2,000` |
| Count of inserted antenna diode cells | `0` |
| Fraction of the mapped netlist area in adder cells | `0.0229` |
| Synth Area in XOR/XNOR | `0.108` |
| Gpl congestion | `approximately 0.8` |
| Design Power | `1.00 mW` |
| Number of instances in the synthesized netlist | `about 250` |
## cell families after synthesis
| family | Yosys count |
|---|---|
| AND-OR/OR-AND | 28 |
| XOR/XNOR | 27 |
| adder cells (fa/ha/maj) | 4 |
| buffers and inverters | 18 |
| flip-flops | 47 |
| multiplexers | 2 |
| AND/OR/NAND/NOR | 124 |
## critical path, stage by stage, from the launching register on
cell and delay [ps]:
sky130_fd_sc_hd__dfxtp_1 430, sky130_fd_sc_hd__nand4_1 320, sky130_fd_sc_hd__nor4_1 770, sky130_fd_sc_hd__nand3_1 160, sky130_fd_sc_hd__mux2_2 290
## layout make-up
| class | count | area (um2) |
|---|---|---|
| clock buffers | 7 | 76.3 |
| fillers | 722 | 4530 |
| well taps | 96 | 120 |
| clock inverters | 1 | 5.00 |
| multi-input cells | 185 | 1170 |
| flip-flops and latches | 47 | 941 |
| repair buffers | 4 | 35.0 |
| inverters | 8 | 30.0 |
## routing by layer
layer	track usage	vias to the layer above	part of all wire	wire, um
met5	0	-	0	0
met1	0.183	774	0.54	2160
met3	0.0231	5	0.030	120
met4	0.0164	0	0.018	70
met2	0.170	14	0.41	1620
li1	-	910	-	-
## worst paths after layout
check	start	endpoint	slack (ps)	cells after the start
setup / recovery	count_low[3]$_SDFF_PP0_	count_low[18]$_SDFF_PP0_	1010	4
hold / removal	count_low[0]$_SDFF_PP0_	count_low[0]$_SDFF_PP0_	480	1
setup reg to reg	count_low[3]$_SDFF_PP0_	count_low[18]$_SDFF_PP0_	1010	4
hold reg to reg	count_low[0]$_SDFF_PP0_	count_low[0]$_SDFF_PP0_	480	1
## cell usage in the layout (no fill, tap or decap)
cell type	instances
sky130_fd_sc_hd__inv_1	8
sky130_fd_sc_hd__dfxtp_1	47
sky130_fd_sc_hd__nor4bb_1	1
sky130_fd_sc_hd__mux2i_1	1
sky130_fd_sc_hd__o31ai_1	9
sky130_fd_sc_hd__nor3_1	2
sky130_fd_sc_hd__or2_1	1
sky130_fd_sc_hd__nand3_1	19
sky130_fd_sc_hd__or3_1	3
sky130_fd_sc_hd__nor4_1	13
sky130_fd_sc_hd__and4_2	1
sky130_fd_sc_hd__or4_4	1
sky130_fd_sc_hd__nand2_1	12
sky130_fd_sc_hd__and3_1	2
sky130_fd_sc_hd__clkbuf_8	5
sky130_fd_sc_hd__buf_4	2
sky130_fd_sc_hd__nor2b_1	2
sky130_fd_sc_hd__and4_1	6
sky130_fd_sc_hd__ha_1	4
sky130_fd_sc_hd__or2_2	1
sky130_fd_sc_hd__xor2_1	15
sky130_fd_sc_hd__nor2_1	31
sky130_fd_sc_hd__or3_2	1
sky130_fd_sc_hd__a31o_2	1
sky130_fd_sc_hd__clkbuf_1	2
sky130_fd_sc_hd__clkdlybuf4s50_1	2
sky130_fd_sc_hd__mux2_2	1
sky130_fd_sc_hd__and2_1	2
sky130_fd_sc_hd__nand4_2	1
sky130_fd_sc_hd__or4_1	9
sky130_fd_sc_hd__a21oi_1	13
sky130_fd_sc_hd__clkinv_2	1
sky130_fd_sc_hd__nand4_1	14
sky130_fd_sc_hd__o21ai_0	5
sky130_fd_sc_hd__xnor2_1	12
sky130_fd_sc_hd__nor4b_1	2
## report_power, final
group	switching [mW]	internal, mW
combinational	0.0191	0.0143
clock	0.194	0.158
sequential	0.00797	0.610
total	0.221	0.783
## stage by stage
stage,setup slack (ps),std cells,area (um2),util
after floorplan,1240,250,2180,-
after global placement,1000,340,2290,0.332
after detailed placement,993,340,2290,0.332
after CTS,1010,348,2370,0.344
after global routing,823,348,2370,0.344
final,1010,348,2370,0.344
Power figures rest on the tool's default switching activity, not on a simulated workload.
