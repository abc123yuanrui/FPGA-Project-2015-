==> flow/run.sh <==
#!/bin/bash
# OpenROAD 26Q1-2900-gdf79404cd8, Yosys 0.63+post, stock flow scripts
make -C /OpenROAD-flow-scripts/flow DESIGN_CONFIG=/design/flow/config.mk WORK_HOME=/design/flow/orfs finish
==> flow/config.mk <==
export PLATFORM = sky130hd
export DESIGN_NAME = bell
export DESIGN_NICKNAME = bell
export VERILOG_FILES = /design/flow/design.v
export SDC_FILE = /design/flow/constraint.sdc
export NUM_CORES = 4
export LEC_CHECK = 1
export CORE_UTILIZATION = 30
==> flow/constraint.sdc <==
current_design bell

set clk_period 2.9
set clk_io_pct 0.2

create_clock -name clk0 -period $clk_period [get_ports {clk}]

set non_clock_inputs [all_inputs -no_clocks]
set_input_delay [expr $clk_period * $clk_io_pct] -clock clk0 $non_clock_inputs
set_output_delay [expr $clk_period * $clk_io_pct] -clock clk0 [all_outputs]
==> flow/design.v <==
module bell(cmd,clk,flag_time,k1,clock,bee);
input cmd;
input clk;
input  [2:0] flag_time;
output k1; 
input clock;
output reg bee;
reg k1;
reg  [15:0]count_05; 
reg  [15:0]count_20;          
reg  [15:0]count;
reg clk1000Hz;
reg [25:0]k2;   
initial                                     
 begin
        k2=25'd500;
end
always@(posedge clk)                            
    begin
    if(count==16'd12500)
        begin
            count<=16'b0;
            clk1000Hz<=~clk1000Hz;
        end
    else
        count=count+16'b1;
    end 
always@(posedge clk1000Hz)                     
begin
	if(cmd==1)
	begin count_05=100; end 
	else if (count_05!=0)
	begin count_05=count_05-15'h1; end
end
always@(posedge clk1000Hz)                     
begin
	 if (count_20!=0)
	 begin 
		count_20=count_20-1; k1=1 ;
		if (count_20==0)
		begin k1=0 ; end
	 end
	 else if((flag_time[2]==1)&&(k1==0))
	  begin count_20=k2; k2=k2+500;end
end  
always@(posedge clk1000Hz)                    
begin
	if((count_20!=0)||(count_05!=0))
	begin bee=~bee;end
	else bee=1;
end
endmodule
==> ci_impl_report.md <==
### Yosys + OpenROAD results

| Metric | Value |
|---|---|
| Synth Instances | `330` |
| Area Overhead vs Synth | `7.91%` |
| # port buffers | `4` |
| Slew margin rel. | `44.8%` |
| WL final | `5.67 mm` |
| Cell Area, Synth | `0.00346 mm²` |
| Synth area leader | `edfxtp_1` |
| Final worst-path cycle share | `67.8%` |
| Crit. End Element | `register` |
| Init Core Util | `31.4%` |
| Final Util | `33.9%` |
| All-Layer GR Usage | `10.2%` |
| Core Region | `0.0110 mm²` |
| Largest net degree at the start of global routing | `49` |
| WL per Instance | `12.0 µm` |
| Worst-Margin Slew | `825 ps` |
| Total die size | `0.0120 mm²` |
| Grt ovf | `0` |
| Worst-path maximum fanout | `10` |
| Synth async-reset ratio | `0%` |
| Hold bufs inserted after CTS | `0` |
| Post-route DRC | `0` |
| H-tree depth | `1` |
| Worst Path Arrival | `2100 ps` |
| Reg2Reg Launch Point | `count[14]$_SDFF_PN0_` |
| Cell Type Count | `55` |
| Avg Synthesized Cell Area | `10.5 µm²` |
| Worst skew pair latency | `240 ps` |
| Setup violators final | `0` |
| Min-Delay Endpoint | `count[15]$_SDFF_PN0_` |
| Max stage delay on crit path | `580 ps` |
| Status | `complete, no violations` |
| YS chip area | `0.00346 mm²` |
| Number of global-route vias before repair | `2127` |
| Most frequent logic cell in the layout | `dfxtp_1` |
| Number of I/O pins | `8` |
| Ys flops | `65` |
| Synth top area cells | `edfxtp_1, dfxtp_1, xnor2_1, xor2_1, mux2_4` |
| Initial antenna violation count | `0` |
| CP Cell Sequence | `or4_1 > nor4_4 > o21ai_0 > a22o_1` |
| Hold wc startpoint | `count[15]$_SDFF_PN0_` |
| Share of cells above drive strength 1 | `10.2%` |
| Vias | `2322` |
| Register pins left without a clock | `48` |
| First-pass iteration count of the detailed router | `4` |
| Yosys warns | `1` |
| Setup WS pre-CTS | `949 ps` |
| Hold slack | `449 ps` |
| Fill count | `1099` |
| Clk pin slew, worst setup/hold paths | `50 ps` |
| Final TNS setup | `0 ps` |
| Root Buffer | `clkbuf_16` |
| Critical Path RT | `3040 ps` |
| Global-route wire length before repair | `9.82 mm` |
| PostCTS Resize Cnt | `0` |
| Sequential share of the synthesized area | `46.8%` |
| CTS Buf Count | `3` |
| Fin Clk Skew | `0.946 ps` |
| Top FF cell, synth | `dfxtp_1` |
| Slowest-stage cell, CP | `nor4_4` |
| Ys cells | `330` |
| CTS max path bufs | `2` |
| R2r setup slk | `940 ps` |
| Pleak | `1.33 nW` |
| Fin. max-slew vios | `0` |
| Max-capacitance violation count | `0` |
| Total power | `519 µW` |
| TritonCTS clock tree | `done` |
| Detailed placer's ending HPWL | `4.05 mm` |
| ANT cells | `0` |
| Final setup margin | `935 ps` |
| Tool warnings | `31` |
| Hold crit path type | `reg -> reg` |
| Worst vdd ir | `0.294 mV` |
| Capturing point of the worst reg2reg path | `count[7]$_SDFF_PN0_` |
| Number of unconstrained endpoints | `81` |
| Row count | `38` |
| RSZ-0062 raised after global routing | `no` |
| Vias/cell | `4.90` |
| Die width | `109 µm` |
| Die height | `109 µm` |
| Power density over the cells | `139 mW/mm²` |
| Detailed Route Iter0 Violations | `100` |
| Post-CTS Setup Bufs | `0` |
| Hold Vio Cnt, Final | `0` |
| FF-to-FF path depth | `4` |
| EDFF count, synth | `32` |
| Gpl congestion | `0.766` |
| Critical Path Start Type | `register` |
| Final min period | `1960 ps` |
| Top cell area share | `27.7%` |
| Fmax | `509 MHz` |
| Dominant logic cell types in the final layout | `dfxtp_1, edfxtp_1, nor2_1` |
| Critical path type | `reg -> reg` |
| Hold path depth | `1` |
| Post-route ant nets | `0` |
cell type report:
cell class / count / area (µm²) / area share [%]
multi-input combinational: 244 / 1740 / 46.4
sequential: 65 / 1620 / 43.4
inverter: 11 / 41.3 / 1.10
clock buffer: 4 / 78.8 / 2.11
tap: 140 / 175 / 4.69
timing repair buffer: 10 / 85.1 / 2.28
critical path, delay by kind of cell, from the launching register on:
family             cells  cell delay, ps
AOI/OAI and AO/OA      2             390
DFF                    1             310
and+or+nand+nor        2            1150
registers in the layout (all words and copies together), names as in the netlist:
name and flops:
clk1000Hz 1, k2 14, bee 1, count_20 16
count_05 16, k1 1, count 16
cells by family (layout without fill, tap and decap cells):
kind of cell	count (synthesis)	in the layout	share of synthesized area, %
DFF	65	65	46.8
adders and majority gates	7	7	2.53
buffers and inverters	21	25	3.07
AOI/OAI and AO/OA	44	44	8.17
xor gates and xnor gates	36	36	9.10
muxes	17	17	6.21
and+or+nand+nor	140	140	24.1
metrics by stage:
| stage | std cells | area, µm² |
|---|---|---|
| global route | 474 | 3740 |
| floorplan | 330 | 3460 |
| finish | 474 | 3740 |
| global placement | 470 | 3660 |
| detailed placement | 470 | 3660 |
| CTS | 474 | 3740 |
cell usage after synthesis (7+ instances only):
master and instances:
dfxtp_1 33, edfxtp_1 32, nor2_1 24, xnor2_1 21, nand2_1 18, nand3_1 18, xor2_1 15, a21oi_1 12
o21ai_0 12, inv_1 11, nand4_1 10, nor3_1 10, mux2_2 8, nand2b_1 8, ha_1 7, mux2_4 7
report_power, final:
part,internal (mW),switching (mW)
Clock,0.186,0.0840
Combinational,0.00533,0.00699
Sequential,0.236,0
how the worst max path moves through the flow:
stage                                start                   to  slack [ps]
after CTS             count[14]$_SDFF_PN0_  count[7]$_SDFF_PN0_         930
after global routing  count[14]$_SDFF_PN0_  count[7]$_SDFF_PN0_         830
final                 count[14]$_SDFF_PN0_  count[7]$_SDFF_PN0_         940
per-layer routing:
layer	routed length [µm]	global-route usage, %	part of all wire, %	up-vias
li1	-	-	-	1227
met3	183	1.63	3.2	2
met2	2390	15.5	42	37
met1	3090	16.7	54	1056
met5	0	0	0	-
met4	8	0.381	0.14	0
Power figures rest on the tool's default switching activity, not on a simulated workload.
